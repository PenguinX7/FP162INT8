===== flow/run.sh =====
#!/bin/bash
# OpenROAD 26Q1-2900-gdf79404cd8, Yosys 0.63+post, stock flow scripts
make -C /OpenROAD-flow-scripts/flow DESIGN_CONFIG=/design/flow/config.mk WORK_HOME=/design/flow/orfs finish

===== flow/config.mk =====
export PLATFORM = sky130hd
export DESIGN_NAME = FP162INT8
export DESIGN_NICKNAME = FP162INT8
export VERILOG_FILES = /design/flow/design.v
export SDC_FILE = /design/flow/constraint.sdc
export NUM_CORES = 4
export LEC_CHECK = 1
export CORE_UTILIZATION = 40
export SYNTH_HDL_FRONTEND = slang

===== flow/constraint.sdc =====
current_design FP162INT8

set clk_period 3.2
set clk_io_pct 0.2

create_clock -name clk0 -period $clk_period [get_ports {clk}]

set non_clock_inputs [all_inputs -no_clocks]
set_input_delay [expr $clk_period * $clk_io_pct] -clock clk0 $non_clock_inputs
set_output_delay [expr $clk_period * $clk_io_pct] -clock clk0 [all_outputs]

===== flow/design.v =====
`timescale 1ns / 1ps
module FP162INT8(
    input data_i,
    input rst,
    input clk,
    input input_valid,
    output data_o,
    output output_update
    );
    wire [15:0]data_i;
    wire rst;
    wire clk;
    wire input_valid;
    reg [7:0]data_o;
    reg output_update;
    reg sign1;               
    reg [7:0]rmcache1;
    reg ifround;
    reg overflow1;
    reg zero1;
    reg pre_over;
    reg sign2;               
    reg [7:0]rmcache2;
    reg overflow2;
    reg zero2;
    reg round_over;
    reg sign3;               
    reg [7:0]rmcache3;
    reg overflow3;
    reg zero3;
    reg carry_over;
    always@(posedge clk or posedge rst) begin            
        if(rst) begin
            pre_over <= 1'b0;
            sign1 <= 1'b0;
            rmcache1 <= 8'd0;
            ifround <= 1'b0;
            overflow1 <= 1'b0;
            zero1 <= 1'b0;
        end
        else if(input_valid)    begin
            pre_over <= 1'b1;
            sign1 <= data_i[15];
            case(data_i[14:10])
                5'd21 : begin
                    rmcache1 <= {1'b1,data_i[9:4]};
                    ifround <= data_i[3] & (data_i[4] | (|data_i[2:0]));
                    overflow1 <= 1'b0;
                    zero1 <= 1'b0;
                end
                5'd20 : begin
                    rmcache1 <= {2'd1,data_i[9:5]};
                    ifround <= data_i[4] & (data_i[5] | (|data_i[3:0]));
                    overflow1 <= 1'b0;
                    zero1 <= 1'b0;
                end
                5'd19 : begin
                    rmcache1 <= {3'd1,data_i[9:6]};
                    ifround <= data_i[5] & (data_i[6] | (|data_i[4:0]));
                    overflow1 <= 1'b0;
                    zero1 <= 1'b0;
                end
                5'd18 : begin
                    rmcache1 <= {4'd1,data_i[9:7]};
                    ifround <= data_i[6] & (data_i[7] | (|data_i[5:0]));
                    overflow1 <= 1'b0;
                    zero1 <= 1'b0;
                end
                5'd17 : begin
                    rmcache1 <= {5'd1,data_i[9:8]};
                    ifround <= data_i[7] & (data_i[8] | (|data_i[6:0]));
                    overflow1 <= 1'b0;
                    zero1 <= 1'b0;
                end
                5'd16 : begin
                    rmcache1 <= {6'd1,data_i[9]};
                    ifround <= data_i[8] & (data_i[9] | (|data_i[7:0]));
                    overflow1 <= 1'b0;
                    zero1 <= 1'b0;
                end
                5'd15 : begin
                    rmcache1 <= 7'd1;
                    ifround <= data_i[9];
                    overflow1 <= 1'b0;
                    zero1 <= 1'b0;
                end
                5'd14 : begin
                    rmcache1 <= 7'd0;
                    ifround <= (|data_i[9:0]);
                    overflow1 <= 1'b0;
                    zero1 <= 1'b0;
                end
                default : begin
                    rmcache1 <= rmcache1;
                    ifround <= ifround;
                    if(data_i[14:10] > 21)  begin
                        overflow1 <= 1'b1;
                        zero1 <= 1'b0;
                    end
                    else    begin
                        overflow1 <= 1'b0;
                        zero1 <= 1'b1;
                    end
                end
            endcase
        end
        else    begin
            pre_over <= 1'b0;
            rmcache1 <= rmcache1;
            ifround <= ifround;
            overflow1 <= overflow1;
            zero1 <= zero1;
        end
    end
    always@(posedge clk or posedge rst) begin            
        if(rst) begin
            round_over <= 1'b0;
            sign2 <= 1'b0;
            rmcache2 <= 8'd0;
            overflow2 <= 1'b0;
            zero2 <= 1'b0;
        end
        else if(pre_over)   begin
            round_over <= 1'b1;
            sign2 <= sign1;
            overflow2 <= overflow1;
            zero2 <= zero1;
            if(~(overflow1 || zero1))   begin
                rmcache2 <= ifround ? rmcache1 + 8'd1 : rmcache1;
            end
            else    begin
                rmcache2 <= rmcache2;
            end
        end
        else    begin
            round_over <= 1'b0;
            sign2 <= sign2;
            overflow2 <= overflow2;
            zero2 <= zero2;
            rmcache2 <= rmcache2;
        end
    end
    always@(posedge clk or posedge rst) begin            
        if(rst) begin
            carry_over <= 1'b0;
            sign3 <= 1'b0;
            rmcache3 <= 8'd0;
            overflow3 <= 1'b0;
            zero3 <= 1'b0;
        end
        else if(round_over) begin
            carry_over <= 1'b1;
            sign3 <= sign2;
            zero3 <= zero2;
            if(~(overflow2 | zero2))    begin
                if(rmcache2[8]) begin
                    overflow3 <= 1'b1;
                    rmcache3 <= rmcache3;
                end
                else    begin
                    overflow3 <= 1'b0;
                    rmcache3 <= rmcache2;
                end
            end
            else    begin
                overflow3 <= overflow2;
                rmcache3 <= rmcache3;
            end               
        end
        else    begin
            carry_over <= 1'b0;
            sign3 <= sign3;
            zero3 <= zero3;
            overflow3 <= overflow3;
            rmcache3 <= rmcache3;
        end
    end
    always@(posedge clk or posedge rst) begin            
        if(rst) begin
            data_o <= 8'd0;
            output_update <= 1'b0;
        end
        else if(carry_over) begin
            output_update <= 1'b1;
            case({overflow3,zero3})
                2'b10 : data_o <= 8'b1111_1111;
                2'b01 : data_o <= 8'b0000_0000;
                2'b00 : data_o <= {sign3,rmcache3[6:0]};
                default : data_o <= 8'd0;
            endcase
        end
        else    begin
            output_update <= 1'b0;
            data_o <= data_o;
        end
    end
endmodule

==> impl_metrics.csv <==
group,metric,value,unit
outcome,status,"finished, final reports clean",
synth,topCellsByArea,"dfrtp_1 (48%), mux2_2 (13%), nor2_1 (4.7%)",
pwr,combPwrFrac,25.9,%
synth,yosysUniqueCellTypes,44,
clock_network,clock_sinks,43,
synth,top_area_share,47.8,%
setup_path,critPathArrivalTime,2540,ps
layout,drive_above_1_share,17.3,%
clock_network,post_cts_resize_count,0,
timing,tightestPinTransition,575,ps
synth,yosysMostFrequentCell,"dfrtp_1",
layout,mi_logic_area,1090,sq um
hold_path,hold_class,"register to register",
synth,top_area_cell,"dfrtp_1",
timing,fin_crit,2380,ps
setup_path,cpMaxStageDelayCell,"clkdlybuf4s50_1",
layout,area_growth,18.1,%
synth,ys_seq_share,47.8,%
floorplan,rows,26,
floorplan,io_pins,28,
synth,ys.flop_type,"dfrtp_1",
layout,n_fill_cell,495,
setup_path,cp_cell_sequence,"clkdlybuf4s50_1, and4b_1, a2111o_1, nor4_2, o32a_2, a31oi_1",
place,io_buffers,27,
synth,async_reset_ff_share,100,%
synth,netlist_instances,225,
place,dpl.cell_count,310,
global_routing,grt_first_pass_wirelength,7540,microns
setup_path,crit_fanout,15,
setup_path,reg2reg_depth,2,
floorplan,coreArea,5270,sq um
setup_path,worst_ep_required_time,3360,ps
pwr,swShare,27.6,%
pwr,power,1.53,mW
global_routing,grt_pass1_vias,1596,
setup_path,cpPeakStageDelay,630,ps
floorplan,fp_util,42.7,%
synth,yosys_area,2250,sq um
synth,numSynthFlops,43,
synth,avgSynthCellArea,10.0,sq um
synth,synth-cells-yosys,225,
global_routing,grt_max_degree,44,
flow_run,max_cap_violations,0,
flow_run,tool_warnings,25,
clock_network,insertion_delay,290,ps
clock_network,cts_tree,"built",
drt,totalWireLength,4200,microns
timing,period_used_share,74.4,%
floorplan,fp.dieH,77.0,microns
clock_network,cts_setup_buffers,0,
pwr,power.density,576,nW/um^2
layout,regArea,1080,sq um
global_routing,antenna_found_initial,0,
timing,max_freq,420,MHz
timing,rsz0062_at_grt,"false",
synth,netlist_area,2250,sq um
layout,final_cells,318,
pwr,ir_drop,0.248,mV
drt,wl_per_cell,13.2,microns
drt,viasPerCell,5.33,
drt,drtAntennaViolNets,0,
clock_network,cts_buffers,5,
timing,tns,0,ps
pwr,cellLeakagePower,1.07,nW
clock_network,ctsHoldBuffers,0,
place,routabilityCongestion,0.885,
timing,hold_viol_final,0,
pwr,internal_power,1.11,mW
timing,setup_viol,0,
setup_path,end_kind,"register",
drt,antennaDiodeCount,0,
drt,drtPass1Iterations,4,
hold_path,hold_path_depth,0,
drt,first_iter_violations,95,
floorplan,die_w,77.0,microns
synth,synthesis.yosys.warnings,0,
floorplan,chipArea,5930,sq um
clock_network,root_buffer,"clkbuf_8",
synth,edf_count,0,
timing,finalClockSkew,5.75,ps
timing,slew_headroom,61.5,%
clock_network,clk_path_buf_depth,2,
clock_network,htree_levels,2,
setup_path,crit_path_start_kind,"input port",
pwr,p_seq_share,52.7,%
timing,finalMaxSlewViolations,0,
pwr,p_sw,423,uW
clock_network,clkTransAtPathRegs,80,ps
global_routing,grt_overflow,0,
pwr,p_clk_share,21.4,%
drt,drc_errors,0,
global_routing,grt_use_total,16.1,%
drt,dr_total_vias,1696,
synth,top_cells_by_count,"dfrtp_1 (43), nor2_1 (28), mux2_2 (25)",
setup_path,critPathKind,"input port to register",
place,dp_hpwl,3030,microns
path summary, 6_finish.rpt:
kind	from	endpoint	slack [ps]
min	round_over$_DFF_PP0_	carry_over$_DFF_PP0_	470
max	data_i[12]	ifround$_DFFE_PP0P_	820
min reg2reg	round_over$_DFF_PP0_	carry_over$_DFF_PP0_	470
min in group asynchronous	rst	data_o[7]$_DFFE_PP0P_	790
max in group asynchronous	rst	ifround$_DFFE_PP0P_	2050
max reg2reg	round_over$_DFF_PP0_	rmcache3[6]$_DFFE_PP0P_	1750
critical path: cells and delay by family:
| kind | cells | cell delay [ps] |
|---|---|---|
| AOI/OAI and AO/OA | 3 | 680 |
| buffers and inverters | 1 | 630 |
| and+or+nand+nor | 2 | 570 |
metal layers:
metal / wire length [microns] / GRT usage (%)
met5: 0 / 0
met3: 160 / 2.18
met2: 1840 / 23.5
met4: 64 / 1.70
met1: 2140 / 27.2
power groups by stage:
stage	Sequential [mW]	Combinational, mW	Clock [mW]
CTS	0.811	0.402	0.340
global route	0.838	0.452	0.363
finish	0.807	0.396	0.328
cell usage in the layout, fill, tap and decap left out, types with 2 or more instances in the layout:
cell type / netlist / layout
dfrtp_1: 43 / 43
nor2_1: 28 / 28
clkdlybuf4s50_1: 0 / 27
mux2_2: 25 / 25
nand2_1: 17 / 17
a21oi_1: 16 / 16
o21ai_0: 11 / 11
nand3_1: 7 / 7
nor2b_1: 5 / 5
clkbuf_8: 0 / 5
buf_4: 0 / 5
xnor2_1: 3 / 3
a31oi_1: 3 / 3
nand2b_1: 3 / 3
a22oi_1: 3 / 3
nand3b_1: 3 / 3
mux2i_1: 3 / 3
xor2_1: 3 / 3
o22ai_1: 3 / 3
nor3b_1: 2 / 2
nand4_1: 2 / 2
inv_1: 2 / 2
a21o_1: 2 / 2
nand4b_1: 2 / 2
nor3_1: 2 / 2
o31ai_1: 2 / 2
flip-flops by register name, summed over array words and instances (netlist names):
signal and cells:
data_o 8, rmcache1 7, rmcache2 7, rmcache3 7, carry_over 1, ifround 1
output_update 1, overflow1 1, overflow2 1, overflow3 1, pre_over 1, round_over 1
sign1 1, sign2 1, sign3 1, zero1 1, zero2 1, zero3 1
cells by family after synthesis:
group | synth area share, %
xor+xnor | 2.34
flops | 47.8
buf+inv | 3.56
compound gates | 13.4
mux | 13.8
simple gates | 18.5
fa+ha+maj | 0.556
per-stage QoR:
step	util (%)	hold slack (ps)	instance area [sq um]	worst slack (ps)
2_1_floorplan	-	352	2250	1160
3_3_place_gp	48.8	453	2570	586
3_5_place_dp	48.8	456	2570	534
4_1_cts	50.4	477	2660	854
5_1_grt	50.4	491	2660	705
6_report	50.4	469	2660	820
layout make-up:
| type | instances | share of cell area (%) |
|---|---|---|
| clock buffers | 6 | 2.73 |
| clock inverters | 2 | 0.471 |
| inverters | 2 | 0.282 |
| multi-input cells | 163 | 41.1 |
| flip-flops and latches | 43 | 40.5 |
| well taps | 70 | 3.30 |
| repair buffers | 32 | 11.6 |
Power figures rest on the tool's default switching activity, not on a simulated workload.
